### flow/run.sh
#!/bin/bash
# OpenROAD 26Q1-2900-gdf79404cd8, Yosys 0.63+post, stock flow scripts
make -C /OpenROAD-flow-scripts/flow DESIGN_CONFIG=/design/flow/config.mk WORK_HOME=/design/flow/orfs finish
### flow/config.mk
export PLATFORM = sky130hd
export DESIGN_NAME = DR
export DESIGN_NICKNAME = DR
export VERILOG_FILES = /design/flow/design.v
export SDC_FILE = /design/flow/constraint.sdc
export NUM_CORES = 4
export LEC_CHECK = 1
export CORE_AREA = 10 10 116 116
export DIE_AREA = 0 0 126 126
### flow/constraint.sdc
current_design DR

set clk_period 13.8
set clk_io_pct 0.2

create_clock -name clk0 -period $clk_period [get_ports {clk}]

set non_clock_inputs [all_inputs -no_clocks]
set_input_delay [expr $clk_period * $clk_io_pct] -clock clk0 $non_clock_inputs
set_output_delay [expr $clk_period * $clk_io_pct] -clock clk0 [all_outputs]
### flow/design.v
module DR(
	input clk,
	input rst,
	input getaddr_default,
	input master_signal,
	output logic finish_S0,
	output logic finish_S1,
	output logic [4-1:0] RID_M0,
	output logic [32-1:0] RDATA_M0,
	output logic [1:0] RRESP_M0,
	output logic RLAST_M0,
	output logic RVALID_M0,
	input RREADY_M0,
	output logic [4-1:0] RID_M1,
	output logic [32-1:0] RDATA_M1,
	output logic [1:0] RRESP_M1,
	output logic RLAST_M1,
	output logic RVALID_M1,
	input RREADY_M1,
	input [8-1:0] RID_S0,
	input [32-1:0] RDATA_S0,
	input [1:0] RRESP_S0,
	input RLAST_S0,
	input RVALID_S0,
	output logic RREADY_S0,
	input [8-1:0] RID_S1,
	input [32-1:0] RDATA_S1,
	input [1:0] RRESP_S1,
	input RLAST_S1,
	input RVALID_S1,
	output logic RREADY_S1
);
logic waited_Sdefault, error_master, RVALID_S2;
logic [1:0] state, nextstate, slave;
logic READY;
logic success, finish;
localparam [1:0]	idle = 2'b00,
					S0_transfer = 2'b01,
					S1_transfer = 2'b10,
					default_transfer = 2'b11;
assign RVALID_S2 = getaddr_default | waited_Sdefault;
always_comb begin
	RVALID_M0 = 1'b0;
	RREADY_S0 = 1'b0;
	RDATA_M0 = 32'b0;
	RRESP_M0 = 2'b0;
	RLAST_M0 = 1'b0;
	RID_M0 = 4'b0;
	RVALID_M1 = 1'b0;
	RREADY_S1 = 1'b0;
	RDATA_M1 = 32'b0;
	RRESP_M1 = 2'b0;
	RLAST_M1 = 1'b0;
	RID_M1 = 4'b0;
	success = 1'b0;
	finish_S0 = 1'b0;
	finish_S1 = 1'b0;
	case(slave) 
		2'b00 : begin
			case(RID_S0[4])
				1'b0 : begin
					RVALID_M0 = RVALID_S0;
					RREADY_S0 = RREADY_M0 & RVALID_S0;
					RDATA_M0 = RDATA_S0;
					RRESP_M0 = RRESP_S0;
					RLAST_M0 = RLAST_S0;
					RID_M0 = RID_S0[4-1:0];
					success = RVALID_S0 & RLAST_S0 & RREADY_M0;
					finish_S0 = success ? 1'b1 : 1'b0;
				end
				1'b1 : begin
					RVALID_M1 = RVALID_S0;
					RREADY_S0 = RREADY_M1 & RVALID_S0;
					RID_M1 = RID_S0[4-1:0];
					RDATA_M1 = RDATA_S0;
					RRESP_M1 = RRESP_S0;
					RLAST_M1 = RLAST_S0;
					success = RVALID_S0 & RLAST_S0 & RREADY_M1;
					finish_S0 = success ? 1'b1 : 1'b0;
				end
			endcase
		end
		2'b01 : begin
			case(RID_S1[4])
				1'b0 : begin
					RVALID_M0 = RVALID_S1;
					RREADY_S1 = RREADY_M0 & RVALID_S1;
					RDATA_M0 = RDATA_S1;
					RRESP_M0 = RRESP_S1;
					RLAST_M0 = RLAST_S1;
					RID_M0 = RID_S1[4-1:0];
					success = RVALID_S1 & RLAST_S1 & RREADY_M0;
					finish_S1 = success ? 1'b1 : 1'b0;
				end
				1'b1 : begin
					RVALID_M1 = RVALID_S1;
					RREADY_S1 = RREADY_M1 & RVALID_S1;
					RID_M1 = RID_S1[4-1:0];
					RDATA_M1 = RDATA_S1;
					RRESP_M1 = RRESP_S1;
					RLAST_M1 = RLAST_S1;
					success = RVALID_S1 & RLAST_S1 & RREADY_M1;
					finish_S1 = success ? 1'b1 : 1'b0;
				end
			endcase
		end
		2'b10 : begin
			if(error_master) begin
				RRESP_M1 = 2'h3;
			end
			else begin
				RRESP_M0 = 2'h3;
			end
		end
	endcase
end
always_comb begin
	slave = 2'b11;
	case(state)
		idle : begin
			if(RVALID_S1) begin
				nextstate = S1_transfer; 
				slave = 2'b01;
			end
			else if(RVALID_S0) begin
				nextstate = S0_transfer; 
				slave = 2'b00;
			end
			else if(RVALID_S2) begin
				nextstate = idle;
				slave = 2'b10;
			end
			else
				nextstate = idle;
		end
		S0_transfer : begin
			slave = 2'b00;
			if(RLAST_S0 & RVALID_S0 & RREADY_S0 | finish)
				nextstate = RVALID_S1 ? S1_transfer : RVALID_S2 ? default_transfer : idle;
			else	
				nextstate = S0_transfer;
		end
		S1_transfer : begin
			slave = 2'b01;
			if(RLAST_S1 & RVALID_S1 & RREADY_S1 | finish)
				nextstate = RVALID_S0 ? S0_transfer : RVALID_S2 ? default_transfer : idle;
			else
				nextstate = S1_transfer;
		end
		default : begin
			slave = 2'b11;
			nextstate = RVALID_S1 ? S1_transfer : RVALID_S0 ? S0_transfer : idle;
		end
	endcase
end
always_ff@(posedge clk, negedge rst) begin
	if(~rst) begin
		state <= idle;
		waited_Sdefault <= 1'b0;
		finish <= 1'b0;
		error_master <= 1'b0;
	end
	else begin
		state <= nextstate;
		finish <= state == idle & nextstate != idle & success;
		if(getaddr_default) begin
			waited_Sdefault <= 1'b1;
			error_master <= master_signal;
		end
		if(state == default_transfer) 
			waited_Sdefault <= 1'b0;
	end
end
endmodule
==> CHANGELOG.md <==
## Implementation

- EDFF count, synth: 0
- Critical path launch point type: input port
- R2R setup slack: about 12 ns
- Yosys chip area: about 1400 sq um
- Distinct cells, synth: around 40
- Late-Pin Clk Latency: 0.23 ns
- Tool Warnings: 31
- Htree depth: 1
- Core area: about 11000 sq um
- GR Overflow Total: 0
- Tightest Hold Check Type: reg2reg
- Share of layout cells above drive strength 1: roughly 5.1%
- Synth Register Bits: 7
- I/O pin total: 178
- Layout area overhead: 134%
- Top cell excl fill/tap: clkdlybuf4s50_1
- Final slew viol count: 0
- Fin Hold WS: about 0.46 ns
- Crit-path max cell delay: ~0.76 ns
- CP startpoint: RVALID_S1
- Critical Path Fanout Max: 22
- Hold Vio Cnt, Final: 0
- GPL Wtd Cong: roughly 0.86
- Crit. End Element: output pin
- Vias: approximately 2300
- Floorplan Utilization: between 10% and 20%
- WL final: 8.88 mm
- Full die area: approximately 16000 sq um
- Crit path to: RRESP_M1[1]
- Register share after synthesis: ~12%
- Reg-to-Reg End: state[2]$_DFF_PN0_
- Comb pwr share: 81.3%
- Area fraction in xor and xnor cells: 0%
- CTS tree: done
- Relative slew slack: between 40% and 50%
- Switch Pwr: roughly 0.15 mW
- HPWL Detailed: 6.94 mm
- Setup_tns: 0 ns
- Max Cap Violations: 0
- Critical Path Slowest Stage Cell: clkdlybuf4s50_1
- GRT Util Overall: around a tenth
- Yosys simple share: between 10% and 20%
- Site row count: 38
- Final Power: around 0.43 mW
- Synth Area per Inst: 7.25 sq um
- Critical Path RT: 11.04 ns
- F_max: about 120 MHz
- Port-buffer cells: around 170
- Max clock buf depth: 2
- Clk sinks: 7
- Cells after Synth: between 150 and 200
- Synth mux share: under 10%
- DR WL/cell: around 18 um
- Max-area cell share: 25.0%
- Setup Crit Path Kind: in2out
- Setup Fix Bufs, Post-CTS: 0
- Most frequent CP cell: clkdlybuf4s50_1
- Worst R2R Start: state[1]$_DFF_PN0_
- Commonest cells after routing, fill and taps aside: clkdlybuf4s50_1, nor2_1, a22o_1
- Compound Share, Synth: between 50 and 60%
- Synthesis Warnings: 1
- Tmin final: between 8 and 9 ns
- Cell depth of the worst hold path: 1
- Pint: ~0.28 mW
- Status: completed
- First-pass iteration count of the detailed router: 4
- Crit-path cells: clkdlybuf4s50_1 -> nand2b_1 -> o311a_1 -> buf_4 -> a222oi_1 -> nor2_1 -> clkdlybuf4s50_1
- Setup-failing EPs final: 0
- Yosys cell count: 198
- Reg power frac: under 10%
- Async SR Flop Fraction: roughly 100%
- Tightest Pin Transition: ~0.77 ns
- Drc violations: 0
- DR iter-0 viols: 114
- Number of global-route vias before repair: approximately 2200
- Number of buffers created by CTS: 3
- Mapped cell area: around 1400 sq um
- N_diodes: 0
- Adder-Cell Fraction of Synth Area: 0%
- Cell area power density: 128 nW/um^2
- CTS Root Cell: clkbuf_16
- Static leakage: ~1.2 nW
- Clock Skew: between 0.0002 and 0.00025 ns
- Synth area leader: a22o_1
- RSZ-0062 raised after global routing: no
- First-pass GRT wire length: about 13 mm
- Clk slew on worst S/H paths: around 0.030 ns
- Area contributors post-synth: a22o_1, a22oi_1, nor2_1, dfrtp_1, buf_2
- Die height: around 130 um
- Fin crit share: about three fifths
- Dominant flop cell: dfrtp_1
- Chip width: 126 um
- Critical Path AT: ~5.7 ns
- Antenna viol nets, final: 0
- Sw Ratio: 35.7%
- Top comb family, area: AND-OR/OR-AND gates
- Post-cts gate resize count: 0
- Worst R2R Path Depth: 4
- Clock power share: around 11%
- Max IR drop VDD: between 100 and 150 uV
- Largest net degree at the start of global routing: around 41
- Antenna violations before repair: 0
- Post-DR vias/cell: 4.63
- Cts hold-fix bufs: 0
## critical path, delay by kind of cell
| family | cells | cell delay [ns] |
|---|---|---|
| buf+inv | 3 | 1.65 |
| compound gates | 2 | 0.86 |
| simple gates | 2 | 0.40 |
## cells in the mapped netlist, types with 2 or more instances
cell type and count:
a221o_1 2, or3_1 3, nor2b_1 3, nand2b_1 2, a222oi_1 2, mux2_2 2
o21ai_1 2, inv_1 3, a21oi_2 2, a22oi_1 34, nor2_1 43, buf_4 2
buf_2 12, nand2_1 4, o21ai_0 2, a22o_1 41, dfrtp_1 6, a21oi_1 2
o22ai_1 2, clkbuf_1 8, and2_1 2
## worst min path at each step
| stage | from | to | slack (ns) |
|---|---|---|---|
| global route | state[3]$_DFF_PN0_ | waited_Sdefault$_DFFE_PN0P_ | 0.50 |
| CTS | state[3]$_DFF_PN0_ | waited_Sdefault$_DFFE_PN0P_ | 0.46 |
| finish | state[3]$_DFF_PN0_ | waited_Sdefault$_DFFE_PN0P_ | 0.46 |
## metal layers
layer,global-route usage [%],vias to the layer above,share of wire (%)
met5,0,-,0
met4,0.402,0,0.11
met3,2.38,2,7.0
met2,18.0,95,51
met1,12.5,1085,42
li1,-,1108,-
## through the flow
stage / util, % / cell area, sq um / worst slack, ns / cells
final: 30.7 / 3360 / 5.35 / 495
after global routing: 30.7 / 3360 / 5.14 / 495
after CTS: 30.7 / 3360 / 5.35 / 495
after detailed placement: 30.0 / 3280 / 5.35 / 491
after global placement: 30.0 / 3280 / 5.33 / 491
after floorplan: - / 1440 / 7.27 / 198
## power groups by stage
stage | clock [mW] | sequential [mW] | combinational, mW
final | 0.0483 | 0.0322 | 0.350
after CTS | 0.0491 | 0.0321 | 0.358
after global routing | 0.0508 | 0.0334 | 0.381
## cell type report
class,instances,area [sq um]
fillers,1149,7570
inverters,3,11.3
well taps,140,175
repair buffers,176,1750
flip-flops and latches,7,176
multi-input cells,165,1170
clock buffers,4,78.8
## registers in the layout (all words and copies together), names as in the netlist
| signal | cells |
|---|---|
| state | 4 |
| error_master | 1 |
| finish | 1 |
| waited_Sdefault | 1 |
## kinds of logic after synthesis
logic type | Yosys count
muxes | 3
DFF | 7
buffers and inverters | 26
AOI/OAI and AO/OA | 100
and+or+nand+nor | 62
Power is estimated from default activity; no workload was simulated.
