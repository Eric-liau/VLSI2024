==> design.v <==
module Arbiter (
    input clk,
    input rst,
    input READY,
    output logic master_signal,
    input [4-1:0] ID_source0,
    input [32-1:0] ADDR_source0,
    input [4-1:0] LEN_source0,
    input [3-1:0] SIZE_source0,
    input [1:0] BURST_source0,
    input VALID_source0,
    input [4-1:0] ID_source1,
    input [32-1:0] ADDR_source1,
    input [4-1:0] LEN_source1,
    input [3-1:0] SIZE_source1,
    input [1:0] BURST_source1,
    input VALID_source1,
    output logic [8-1:0] ID,
    output logic [32-1:0] ADDR,
    output logic [4-1:0] LEN,
    output logic [3-1:0] SIZE,
    output logic [1:0] BURST,
    output logic VALID
);
logic [1:0] state, nextstate, master;
localparam  idle = 2'b00,
            transfer_m0 = 2'b01,
            transfer_m1 = 2'b10,
            error = 2'b11;
assign master_signal = master[0];
always_comb begin
    case(state)
        idle : begin
            if(VALID_source1) begin
                nextstate = ~READY ? transfer_m1 : VALID_source0 ? transfer_m0 : idle;
                master = 2'b01;
            end
            else if(VALID_source0) begin
                nextstate = ~READY ? transfer_m0 : idle;
                master = 2'b00;
            end
            else begin  
                nextstate = idle;
                master = 2'b10;
            end
        end
        transfer_m0 : begin
            master = 2'b00;
            if(READY) 
                nextstate = VALID_source1 ? transfer_m1 : idle;
            else 
                nextstate = transfer_m0;
        end
        transfer_m1 : begin
            master = 2'b01;
            if(READY)
                nextstate = VALID_source0 ? transfer_m0 : idle;
            else
                nextstate = transfer_m1;
        end
        default : begin
            nextstate = idle;
            master = 2'b10;
        end
    endcase
end
always_comb begin
    VALID = 1'b0;
    case(master)
        2'b00 : begin
            ID = {4'b0000, ID_source0};
            ADDR = ADDR_source0;
            LEN = LEN_source0;
            SIZE = SIZE_source0;
            BURST = BURST_source0;
            VALID = VALID_source0; 
        end
        2'b01 : begin
            ID = {4'b0001, ID_source1};
            ADDR = ADDR_source1;
            LEN = LEN_source1;
            SIZE = SIZE_source1;
            BURST = BURST_source1;
            VALID = VALID_source1;
        end
        default : begin
            ID = {4'b0010, 4'b0};
            ADDR = 32'b0;
            LEN = 4'b0;
            SIZE = 3'b0;
            BURST = 2'b0;
        end
    endcase
end
always_ff@(posedge clk, negedge rst) begin
    if(~rst) begin
        state <= idle;
    end
    else begin
        state <= nextstate;
    end
end
endmodule
module Decoder (
    input [32-1:0] ADDR,
    input VALID,
    input READY_S0,
    input READY_S1,
    output logic READY,
    output logic VALID_desti_0,
    output logic VALID_desti_1,
    output logic VALID_desti_default
);
always_comb begin 
    case(ADDR[31:16])
        16'h0 : begin
            VALID_desti_0 = VALID;
            VALID_desti_1 = 1'b0;
            VALID_desti_default = 1'b0;
            READY = VALID & READY_S0;
        end
        16'h1 : begin
            VALID_desti_0 = 1'b0;
            VALID_desti_1 = VALID;
            VALID_desti_default = 1'b0;
            READY = VALID & READY_S1;
        end 
        default : begin
            VALID_desti_0 = 1'b0;
            VALID_desti_1 = 1'b0;
            VALID_desti_default = 1'b1;
            READY = 1'b0;
        end 
    endcase
end
endmodule
module address_channel(
    input clk,
    input rst,
    output logic getaddr_default,
    output master_signal,
    input finish_S0,
    input finish_S1,
	input [4-1:0] ID_M0,
	input [32-1:0] ADDR_M0,
	input [4-1:0] LEN_M0,
	input [3-1:0] SIZE_M0,
	input [1:0] BURST_M0,
	input VALID_M0,
	output logic READY_M0,
	input [4-1:0] ID_M1,
	input [32-1:0] ADDR_M1,
	input [4-1:0] LEN_M1,
	input [3-1:0] SIZE_M1,
	input [1:0] BURST_M1,
	input VALID_M1,
	output logic READY_M1,
	output logic [8-1:0] ID_S0,
	output logic [32-1:0] ADDR_S0,
	output logic [4-1:0] LEN_S0,
	output logic [3-1:0] SIZE_S0,
	output logic [1:0] BURST_S0,
	output logic VALID_S0,
	input READY_S0,
	output logic [8-1:0] ID_S1,
	output logic [32-1:0] ADDR_S1,
	output logic [4-1:0] LEN_S1,
	output logic [3-1:0] SIZE_S1,
	output logic [1:0] BURST_S1,
	output logic VALID_S1,
	input READY_S1
);
logic [8-1:0] ID;
logic [32-1:0] ADDR;
logic [4-1:0] LEN;
logic [3-1:0] SIZE;
logic [1:0] BURST;
logic VALID, READY, valid_desti_s0, valid_desti_s1, valid_desti_default;
logic busyS0;
logic busyS1;
always_ff@(posedge clk, negedge rst) begin
    if(~rst) begin
        busyS0 <= 1'b0;
        busyS1 <= 1'b0; 
    end
    else begin
        busyS0 <= finish_S0 ? 1'b0 : valid_desti_s0 & READY ? 1'b1 : busyS0;
        busyS1 <= finish_S1 ? 1'b0 : valid_desti_s1 & READY ? 1'b1 : busyS1;
    end
end
always_comb begin 
    ID_S0 = ID;
    ADDR_S0 = ADDR;
    LEN_S0 = LEN;
    SIZE_S0 = SIZE;
    BURST_S0 = BURST;
    VALID_S0 = valid_desti_s0 & ~busyS0;
    ID_S1 = ID;
    ADDR_S1 = ADDR;
    LEN_S1 = LEN;
    SIZE_S1 = SIZE;
    BURST_S1 = BURST;
    VALID_S1 = valid_desti_s1 & ~busyS1;
    READY_M0 = VALID_M0 & READY; 
    READY_M1 = VALID_M1 & READY; 
    getaddr_default = valid_desti_default;
end
Arbiter Address_Arbiter(
	.clk(clk),
    .rst(rst),
    .master_signal(master_signal),
    .READY(READY),
    .ID_source0(ID_M0),
    .ADDR_source0(ADDR_M0),
    .LEN_source0(LEN_M0),
    .SIZE_source0(SIZE_M0),
    .BURST_source0(BURST_M0),
    .VALID_source0(VALID_M0),
    .ID_source1(ID_M1),
    .ADDR_source1(ADDR_M1),
    .LEN_source1(LEN_M1),
    .SIZE_source1(SIZE_M1),
    .BURST_source1(BURST_M1),
    .VALID_source1(VALID_M1),
    .ID(ID),
    .ADDR(ADDR),
    .LEN(LEN),
    .SIZE(SIZE),
    .BURST(BURST),
    .VALID(VALID)
);
Decoder Address_Decoder(
	.ADDR(ADDR),
    .VALID(VALID),
    .READY_S0(READY_S0),
    .READY_S1(READY_S1),
    .VALID_desti_0(valid_desti_s0),
    .VALID_desti_1(valid_desti_s1),
    .VALID_desti_default(valid_desti_default),
    .READY(READY)
);
endmodule
==> run.sh <==
#!/bin/bash
# OpenROAD 26Q1-2900-gdf79404cd8, Yosys 0.63+post, stock flow scripts
make -C /OpenROAD-flow-scripts/flow DESIGN_CONFIG=/design/flow/config.mk WORK_HOME=/design/flow/orfs finish
==> config.mk <==
export PLATFORM = sky130hd
export DESIGN_NAME = address_channel
export DESIGN_NICKNAME = address_channel
export VERILOG_FILES = /design/flow/design.v
export SDC_FILE = /design/flow/constraint.sdc
export NUM_CORES = 4
export LEC_CHECK = 1
export CORE_AREA = 10 10 89 89
export DIE_AREA = 0 0 99 99
==> constraint.sdc <==
current_design address_channel

set clk_period 8.3
set clk_io_pct 0.2

create_clock -name clk0 -period $clk_period [get_ports {clk}]

set non_clock_inputs [all_inputs -no_clocks]
set_input_delay [expr $clk_period * $clk_io_pct] -clock clk0 $non_clock_inputs
set_output_delay [expr $clk_period * $clk_io_pct] -clock clk0 [all_outputs]
==> flow_metrics.tcl <==
# yosys + openroad results
set metrics [dict create \
    grt_overflow_total 0 \
    tns_ns 0 \
    worst_pin_slew_ns 0.777 \
    grt.busiest_layer "met2" \
    dpl.cell_count 379 \
    drt_iter0_drc 58 \
    fin_crit_sh_pct 75.7 \
    cts_hold_buf 0 \
    setup_slack_ns 2.01 \
    cp_num_buf_inv 3 \
    cts_buffer_depth 2 \
    cpMaxStageDelayCell "a21o_1" \
    grt_pass1_wl_mm 11.3 \
    firstDrtPassIters 4 \
    cts_setup_buffers 0 \
    worst_r2r_path_depth 7 \
    flop_cell "dfrtp_1" \
    syn_area_per_cell_um2 7.72 \
    max_freq_mhz 159 \
    die_height_um 99 \
    routedWlPerCell_um 19.9 \
    ys_cells 163 \
    min_from "busyS0" \
    cts_resized 0 \
    grt.met2_usage_pct 26.5 \
    numSynthFlops 5 \
    post-place-ws_ns 2.00 \
    synthCells 163 \
    cp.arrival_ns 4.63 \
    antennaDiodeCount 0 \
    dieArea_mm2 0.00980 \
    area_growth_pct 136 \
    ant_nets 0 \
    postSynthSeqShare_pct 10.0 \
    hold_viol 0 \
    rr_endpoint "Address_Arbiter.state[1]" \
    final.setup_skew_ns 0.00184 \
    critical_path.max_stage_delay_ns 0.64 \
    synth_area_mm2 0.00126 \
    run_status "completed" \
    ys_chip_area_mm2 0.00126 \
    root_buffer "clkbuf_8" \
    r2r-start "Address_Arbiter.state[0]" \
    cts_tree "yes" \
    hold_ws_ns 0.510 \
    hp-class "register to register" \
    htreeDepth 1 \
    leakagePower_nw 1.12 \
    reg2reg_slack_ns 5.66 \
    grtUsageTotal_pct 14.2 \
    crit_chain "clkdlybuf4s50_1 -> nand2b_1 -> a21o_1 -> buf_4 -> a32oi_1 -> a211oi_4 -> and2_1 -> clkdlybuf4s50_1" \
    cp.required_ns 6.64 \
    path_depth 8 \
    use_met1_pct 15.5 \
    worst-path-max-fanout 27 \
    fp_util_pct 21.0 \
    fin_util_pct 49.6 \
    crit_family "buffers and inverters" \
    grt_max_degree 49 \
    cap_violations 0 \
    fin_cells 383 \
    dieWidth_um 99 \
    warnings 25 \
    gp_congestion 0.840 \
    grt_pass1_vias 1850 \
    clock_latency_ns 0.22 \
    antenna_found_initial 0 \
    final_layout_size_suffix_gt1_share_pct 2.92 \
    worst_setup_path_end_kind "output port" \
    crit_start "VALID_M0" \
    cts.sinks 5 \
    power.density_mw_per_mm2 260 \
    port_buffers 197 \
    slew-limit-headroom_pct 48.2 \
    wl_mm 7.63 \
    maxSlewViolCount 0 \
    via_count 1764 \
    holdPathStages 2 \
    finalCriticalPeriod_ns 6.29 \
    cp-endpoint "READY_M0" \
    crit_type "input pin to output port" \
    ios 202 \
    routed_via_density 4.61 \
    cts_inserted_buffers 3 \
    synth-edff-count 0 \
    hpwl_mm 6.69 \
    report.final.setup_viol 0 \
    synth.distinct_cells 32 \
    yosys_warnings 3 \
    ys_async_sr_fraction_pct 100 \
    core_area_mm2 0.00599 \
    ir_drop_mv 0.193 \
    grt_use_met3_pct 5.43 \
    rsz0062_at_grt "false" \
    cts.clk_slew.worst_paths_ns 0.03 \
    drc_errors 0 \
    rows 28 \
    worst_setup_path_start_kind "input pin" \
    cp_common_cell "clkdlybuf4s50_1" \
]
[per-stage QoR]
stage | cell area (um^2) | power (mW)
floorplan | 1270 | 0.353
detailed placement | 2930 | 0.743
finish | 2970 | 0.772
global route | 2970 | 0.842
global placement | 2930 | 0.748
CTS | 2970 | 0.793
[kinds of logic after synthesis]
family | Yosys count | share of synthesized area [%]
buf+inv | 65 | 34.8
compound gates | 60 | 41.1
simple gates | 32 | 13.8
flops | 5 | 10.0
other cells | 1 | 0.298
[worst min-delay path by stage]
| stage | to | slack [ns] |
|---|---|---|
| global route | busyS0 | 0.56 |
| finish | busyS0 | 0.51 |
| CTS | busyS0 | 0.51 |
[power by group]
group          switching, mW  internal [mW]
Sequential           0.00869         0.0324
Combinational          0.206          0.481
Clock                 0.0108         0.0329
Total                  0.226          0.547
[synth_stat cells, types with 2 or more instances]
library cell   n  area, um^2
buf_4         51         383
nor2_1         6        22.5
inv_1          4        15.0
nor4_1         6        37.5
nand4_1        2        12.5
nand2b_1       3        18.8
clkbuf_1       5        18.8
buf_1          3        11.3
dfrtp_1        4         100
nand2_1        3        11.3
nor3_1         5        25.0
a22o_1        45         394
and2_1         4        25.0
buf_2          2        10.0
o22ai_1        2        12.5
a31oi_1        2        12.5
[cell usage in the layout, fill, tap and decap left out, types with 2 or more instances in the layout]
cell type	instances
nand2b_1	3
nand2_1	3
nor4_1	6
dfrtp_1	4
o22ai_1	2
nor3_1	5
clkbuf_8	3
buf_4	2
nand4_1	2
inv_1	4
nor2_1	6
a22o_1	45
conb_1	4
and2_1	4
a31oi_1	2
clkdlybuf4s50_1	197
[cell type report]
type	count	area, um^2
Tap cell	75	93.8
Sequential cell	5	126
Clock buffer	4	45.0
Timing Repair Buffer	199	1990
Inverter	4	15.0
Fill cell	552	3020
Multi-Input combinational cell	96	706
[worst reg2reg max path, stage by stage, from the launching register on]
cell and delay [ns]:
dfstp_2 0.57, and2_1 0.18, a21o_1 0.61, buf_4 0.43, a32oi_1 0.22, a211oi_4 0.33, nand2_1 0.08, o21a_1 0.11
[state kept, by name (all words and copies together), names as in the netlist]
name                   flops
busyS0                     1
busyS1                     1
Address_Arbiter.state      3
[per-layer routing]
layer | up-vias | share of wire [%]
met4 | 0 | 0
met2 | 104 | 54
met5 | - | 0
li1 | 854 | -
met1 | 806 | 35
met3 | 0 | 11
Power and IR drop assume default switching activity.
