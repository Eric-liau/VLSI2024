[constraint.sdc]
current_design master

set clk_period 4.7
set clk_io_pct 0.2

create_clock -name clk0 -period $clk_period [get_ports {clk}]

set non_clock_inputs [all_inputs -no_clocks]
set_input_delay [expr $clk_period * $clk_io_pct] -clock clk0 $non_clock_inputs
set_output_delay [expr $clk_period * $clk_io_pct] -clock clk0 [all_outputs]
[run.sh]
#!/bin/bash
# OpenROAD 26Q1-2900-gdf79404cd8, Yosys 0.63+post, stock flow scripts
make -C /OpenROAD-flow-scripts/flow DESIGN_CONFIG=/design/flow/config.mk WORK_HOME=/design/flow/orfs finish
[config.mk]
export PLATFORM = sky130hd
export DESIGN_NAME = master
export DESIGN_NICKNAME = master
export VERILOG_FILES = /design/flow/design.v
export SDC_FILE = /design/flow/constraint.sdc
export NUM_CORES = 4
export LEC_CHECK = 1
export CORE_AREA = 10 10 182 182
export DIE_AREA = 0 0 192 192
[design.v]
module master(
    input clk,
    input rst,
    input CEB,
    input WEB,   
    input [3:0] MemWrite,
    input [32-1:0] ADDR,
    input [32-1:0] writedata,
    output logic [32-1:0] readdata,
    output logic stall,
    input first_cycle_stall,
    output logic [4-1:0] ARID,
	output logic [32-1:0] ARADDR,
	output logic [4-1:0] ARLEN,
	output logic [3-1:0] ARSIZE,
	output logic [1:0] ARBURST,
	output logic ARVALID,
	input ARREADY,
    output logic [4-1:0] AWID,
	output logic [32-1:0] AWADDR,
	output logic [4-1:0] AWLEN,
	output logic [3-1:0] AWSIZE,
	output logic [1:0] AWBURST,
	output logic AWVALID,
	input AWREADY,
	input [4-1:0] RID,
    input [32-1:0] RDATA,
	input [1:0] RRESP,
	input RLAST,
	input RVALID,
	output logic RREADY,
    output logic [32-1:0] WDATA,
	output logic [4-1:0] WSTRB,
	output logic WLAST,
	output logic WVALID,
	input WREADY,
	input [4-1:0] BID,
	input [1:0] BRESP,
	input BVALID,
	output logic BREADY
);
logic [32-1:0] ARADDR_reg, AWADDR_reg;
logic [32-1:0] WDATA_reg;
logic [4-1:0] WSTRB_reg;
assign ARID = 4'b0;
assign ARADDR = ARADDR_reg;
assign ARLEN = 4'b0;
assign ARSIZE = 3'b10;
assign ARBURST = 2'h1;
assign AWID = 4'b0;
assign AWADDR = AWADDR_reg;
assign AWLEN = 4'b0;
assign AWSIZE = 3'b10;
assign AWBURST = 2'h1;
assign WSTRB = WSTRB_reg;
assign WLAST = 1'b1;
assign WDATA = WDATA_reg;
localparam  idle = 3'b0,
            read_address = 3'b001,
            read_data = 3'b010,
            write_address = 3'b011,
            write_data = 3'b100,
            write_response = 3'b101;
logic [2:0] state, nextstate;
logic [31:0] RD_reg;
always_ff @(posedge clk, negedge rst) begin
    if(~rst) begin
        ARADDR_reg <= 32'b0;
        AWADDR_reg <= 32'b0;
        WDATA_reg <= 32'b0;
        WSTRB_reg <= 4'b0;
    end
    else begin
        ARADDR_reg <= (state == idle) ? ADDR : ARADDR_reg;
        AWADDR_reg <= (state == idle) ? ADDR : AWADDR_reg;
        WDATA_reg <= (state == idle) ? writedata : WDATA_reg;
        WSTRB_reg <= (state == idle) ? MemWrite : WSTRB_reg;
    end
end
always_comb begin
    case(state) 
        idle : nextstate = ~CEB ? (WEB ? read_address : write_address) : idle;
        read_address : nextstate = ARREADY & ARVALID ? read_data : read_address;
        read_data : nextstate = RLAST & RVALID & RREADY ? idle  : read_data;
        write_address : nextstate = AWREADY & AWVALID ? write_data : write_address;
        write_data : nextstate = WLAST & WREADY & WVALID ? write_response : write_data;
        write_response : nextstate = BVALID & BREADY ? idle  : write_response;
        default : nextstate = idle;
    endcase
end
always_comb begin
    ARVALID = 1'b0;
    AWVALID = 1'b0;
    RREADY = 1'b0;
    WVALID = 1'b0;
    BREADY = 1'b0;
    stall = ~CEB ? 1'b1 : 1'b0;
    readdata = RD_reg; 
    case(state)
        idle : begin
            ARVALID = ~rst & ~CEB & WEB ? 1'b1 : 1'b0;
            AWVALID = ~rst & ~CEB & ~WEB ? 1'b1 : 1'b0;
            if(~first_cycle_stall)
                stall = 1'b0;
        end
        read_address : begin
            ARVALID = 1'b1;
            stall = 1'b1;
        end
        read_data : begin
            RREADY = RVALID ? 1'b1 : 1'b0;
            stall =  1'b1;
        end
        write_address : begin
            AWVALID = 1'b1;
            stall = 1'b1;
        end
        write_data : begin
            WVALID = 1'b1;
            stall = 1'b1;
        end 
        write_response : begin
            BREADY = BVALID ? 1'b1 : 1'b0;
            stall = BVALID ? 1'b0 : 1'b1;
        end
        default : stall = 1'b0;
    endcase
end
always_ff @(posedge clk, negedge rst) begin
    if(~rst) begin
        state <= idle;
        RD_reg <= 32'b0;
    end
    else begin
        state <= nextstate;
        RD_reg <= (state == read_data) & RVALID & RREADY ? RDATA : RD_reg;
    end
end
endmodule
==> results.cfg <==
; flow metrics
[clock_tree]
cts_setup_buffers = 0
cts_buffers = 9
cts_sinks = 106
post_cts_resized = 0
cts_tree = built
clk_latency_ns = 0.36
cts_hold_buf = 0
root_buffer = clkbuf_16
clk_pin_slew_worst_paths_ns = 0.08
htreeDepth = 3
cts_buffer_depth = 2

[outcome]
status = finished, final reports clean

[detailed_routing]
antennaDiodeCount = 0
wl_per_cell_um = 15.1
ant_nets = 0
drt_iter0_markers = 48
dr.pass1.iters = 4
drcViolationCount = 0
num_vias = 3017
routed_wirelength_um = 13700
viasPerCell = 3.33

[min_path]
hold_path_class = primary input to async pin

[yosys]
yosysTopAreaCellShare = 0.591
logic_family = multiplexers
ys_sh_xor = 0
syn_avg_cell_area_sq_um = 14.8
mux_share = 0.253
ys_chip_area_sq_mm = 0.00444
syn_inst = 301
synth_cell_types = 20
ys_sh_adder = 0
ys_sh_simple = 0.0141
synth_area_sq_mm = 0.00444
ys_warn_count = 1
ys_seq_share = 0.597
ys_sh_aoi = 0.0115
largest_area_cell = dfrtp_1
area_leaders = dfrtp_1, mux2_2, buf_4
yosysCellCount = 301
ys.flops = 106

[grt]
grt_antenna_before_repair = 0
grt_max_degree = 53
gr-total-overflow = 0
grt_first_pass_wirelength_um = 19700
grt_pass1_vias = 3243
grtUsageTotal = 0.0697

[sta]
period_used_share = 0.719
slew_headroom = 0.530
fin_hold_ws_ns = 0.430
worst_pin_slew_ns = 0.705
finalSetupViolCount = 0
rsz0062_at_grt = no
fin_worst_skew_ns = 0.00733
timing.fmax_mhz = 296
period_minus_slack_ns = 3.38
fin_setup_tns_ns = 0
hold_violations = 0
drv_slew = 0

[setup_path]
rr_startpoint = state[0]
cp_max_fo = 34
cp.arrival_ns = 2.44
cp-end-kind = primary output
worstPathRequired_ns = 3.76
reg2reg_depth = 2
worst-setup-path-type = primary input to primary output
start_kind = primary input
reg2reg_to = WSTRB_reg[1]
r2r_setup_slack_ns = 2.70

[final_layout]
lay_top_count = clkdlybuf4s50_1
regArea_sq_mm = 0.00266
final_core_util = 0.253
logic_area_sq_mm = 0.00134
area_growth_pct = 64.7
stdcell_area_sq_mm = 0.00732
drive_gt1_frac = 0.234
nFillCells = 2988
final_cell_mix = clkdlybuf4s50_1, dfrtp_1, mux2_2

[power_and_ir_drop]
max-vdd-ir-drop_v = 0.000162
total_power_w = 0.00423
p_per_area_mw_per_mm2 = 577
cellLeakagePower_nw = 2.90

[placement]
port_buffers = 248
dp_hpwl_um = 10600
dpl_cell_area_sq_mm = 0.00700
gp_congestion = 0.767

[floorplan]
fp.dieH_um = 192
io_pins = 288
rows = 62
die_area_sq_mm = 0.0369
die_x_um = 192
fp_util = 0.154
core_sq_mm = 0.0289

[job]
warning_count = 37
cap_violations = 0
==> where the power goes <==
| part | internal (W) | switching (W) | leakage, nW |
|---|---|---|---|
| Clock | 0.000473 | 0.000371 | 0.157 |
| Sequential | 0.00136 | 0.000279 | 1.26 |
| Combinational | 0.00141 | 0.000330 | 1.49 |
==> worst max-delay path by stage <==
stage                 startpoint  slack, ns  endpoint  cells past startpoint
final                     RVALID       1.32    RREADY                      3
after CTS                 RVALID       1.29    RREADY                      3
after global routing      RVALID       1.24    RREADY                      3
==> routing by layer <==
metal | global-route usage | routed length, um | vias to the layer above
met1 | 0.0816 | 5190 | 1476
met5 | 0 | 0 | -
met3 | 0.0306 | 1680 | 16
li1 | - | - | 1363
met2 | 0.119 | 6610 | 162
met4 | 0.00894 | 196 | 0
==> synthesized netlist by cell type, drive strengths merged <==
master / count
a221o: 1
a22o: 1
and2: 2
buf: 71
conb: 2
dfrtp: 105
dfstp: 1
inv: 4
mux2: 100
nand2: 4
nand2b: 1
nand3: 1
nand3b: 2
nor4: 1
o21ai: 3
o32ai: 1
o41ai: 1
==> critical path, stage by stage <==
cell,delay [ns]
clkdlybuf4s50_1,0.47
and2_4,0.45
clkdlybuf4s50_1,0.57
==> stage by stage <==
stage	setup WS, ns	std cells
finish	1.32	906
detailed placement	1.30	890
global placement	1.28	890
floorplan	2.44	326
CTS	1.29	906
global route	1.24	906
==> area by class of cell <==
class	instances	share of cell area
clock buffers	9	0.0308
clock inverters	7	0.0135
inverters	4	0.00205
multi-input cells	145	0.183
flip-flops and latches	106	0.363
well taps	384	0.0656
repair buffers	251	0.342
==> kinds of logic (layout without fill, tap and decap cells) <==
| family | count (synthesis) | in the layout |
|---|---|---|
| AND/OR/NAND/NOR | 11 | 11 |
| flip-flops | 106 | 106 |
| AND-OR/OR-AND | 7 | 7 |
| multiplexers | 100 | 100 |
| other | 2 | 27 |
| buffers and inverters | 75 | 271 |
Power and IR drop assume default switching activity.
