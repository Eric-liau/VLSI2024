[design/flow/config.mk]
export PLATFORM = sky130hd
export DESIGN_NAME = DW
export DESIGN_NICKNAME = DW
export VERILOG_FILES = /design/flow/design.v
export SDC_FILE = /design/flow/constraint.sdc
export NUM_CORES = 4
export LEC_CHECK = 1
export CORE_AREA = 10 10 76 76
export DIE_AREA = 0 0 86 86
[design/flow/constraint.sdc]
current_design DW

set clk_period 1.9
set clk_io_pct 0.2

create_clock -name clk0 -period $clk_period [get_ports {clk}]

set non_clock_inputs [all_inputs -no_clocks]
set_input_delay [expr $clk_period * $clk_io_pct] -clock clk0 $non_clock_inputs
set_output_delay [expr $clk_period * $clk_io_pct] -clock clk0 [all_outputs]
[design/flow/design.v]
module DW(
	input clk,
	input rst,
	input [1:0] write_slave,
	input write_slave0,
	input write_slave1,
	input [32-1:0] WDATA_M1,
	input [4-1:0] WSTRB_M1,
	input WLAST_M1,
	input WVALID_M1,
	output logic WREADY_M1,
	output logic [32-1:0] WDATA_S0,
	output logic [4-1:0] WSTRB_S0,
	output logic WLAST_S0,
	output logic WVALID_S0,
	input WREADY_S0,
	output logic [32-1:0] WDATA_S1,
	output logic [4-1:0] WSTRB_S1,
	output logic WLAST_S1,
	output logic WVALID_S1,
	input WREADY_S1
);
logic [1:0] state, nextstate;
localparam [1:0]	idle = 2'b00,
					S0_transfer = 2'b01,
					S1_transfer = 2'b10,
					default_transfer = 2'b11;
logic write_slave0_reg, write_slave1_reg;
always_comb begin
	WDATA_S0 = 1'b0;
	WSTRB_S0 = 1'b0;
	WLAST_S0 = 1'b0;
	WVALID_S0 = 1'b0;
	WREADY_M1 = 1'b0;
	WDATA_S1 = 1'b0;
	WSTRB_S1 = 1'b0;
	WLAST_S1 = 1'b0;
	WVALID_S1 = 1'b0;
	case(state)
		S0_transfer : begin
			WDATA_S0 = WDATA_M1;
			WSTRB_S0 = WSTRB_M1;
			WLAST_S0 = WLAST_M1;
			WVALID_S0 = WVALID_M1;
			WREADY_M1 = WREADY_S0;
		end
		S1_transfer : begin
			WDATA_S1 = WDATA_M1;
			WSTRB_S1 = WSTRB_M1;
			WLAST_S1 = WLAST_M1;
			WVALID_S1 = WVALID_M1;
			WREADY_M1 = WREADY_S1;
		end
	endcase
end
always_comb begin
	nextstate = idle;
	case(state)
		idle : begin
			nextstate = write_slave0 ? S0_transfer : write_slave1 ? S1_transfer : idle;
		end
		S0_transfer : begin
			if(WVALID_M1 & WLAST_M1 & WREADY_S0)
				nextstate = write_slave1 | write_slave1_reg ? S1_transfer : idle;
			else
				nextstate = S0_transfer;
		end
		S1_transfer : begin
			if(WVALID_M1 & WLAST_M1 & WREADY_S1)
				nextstate = write_slave0 | write_slave0_reg ? S0_transfer : idle;
			else
				nextstate = S1_transfer;
		end
	endcase
end
always_ff@(posedge clk, negedge rst) begin
	if(~rst)begin
		state <= idle;
		write_slave0_reg <= 1'b0;
		write_slave1_reg <= 1'b0;
	end
	else begin
		write_slave0_reg <= (nextstate == S0_transfer | state == S0_transfer) ? 1'b0 : write_slave0 ? 1'b1 : write_slave0_reg;
		write_slave1_reg <= (nextstate == S1_transfer | state == S1_transfer) ? 1'b0 : write_slave1 ? 1'b1 : write_slave1_reg;
		state <= nextstate;
	end
end
endmodule
[design/flow/run.sh]
#!/bin/bash
# OpenROAD 26Q1-2900-gdf79404cd8, Yosys 0.63+post, stock flow scripts
make -C /OpenROAD-flow-scripts/flow DESIGN_CONFIG=/design/flow/config.mk WORK_HOME=/design/flow/orfs finish
==> changes_impl.md <==
### Implementation results

* First-pass GRT wire length at 6.56 mm
* Layout area overhead at 179%
* CTS Root Cell: clkbuf_8
* Pins Over Slew Limit at 0
* VDD IR max at 329 uV
* Antenna Cells at 0
* Detail Placement HPWL at 3.83 mm
* Comb area at 602 um2
* AO/OA Area Share at 0.0982
* Critical Path AT at 1480 ps
* Chip area at 7400 um2
* Largest net degree at the start of global routing at 34
* Slowest-stage cell, CP: clkdlybuf4s50_1
* Pwr Density at 191 nW/um2
* Max Buffers Root-to-Sink at 2
* Yosys cell count at 110
* Inserted Clock Buffers at 3
* DRT Wirelength at 4.40 mm
* Worst slew pin tran at 247 ps
* 1st-iter DRT viols at 38
* # DRC at 0
* Clock-pin slew on the worst setup and hold paths at 30 ps
* Crit path capture type: output port
* Layout cells sized above 1 at 0.0556
* Number of global-route vias before repair at 1178
* Sequential Area at 126 um2
* Fin crit share at 0.979
* Cells after Synth at 110
* Setup TNS at 0 ps
* CTS sink cnt at 5
* Yosys Warn Count at 1
* Critical Path Max Stage Delay at 490 ps
* RSZ-0062 raised after global routing: no
* Fmax at 538 MHz
* Slew headroom at 0.834
* Final setup violation count at 0
* Core Region at 4120 um2
* Startpoint Class: primary input
* Leakage at 0.900 nW
* Max FFs per register at 3
* Post-route ant nets at 0
* Die Span Y at 86 um
* Synth Register Bits at 5
* DRT Pass-1 Iters at 4
* Max-Cap Viols at 0
* Worst Path Max Fanout at 2
* Mux area share at 0
* Seq/Total Area, Yosys at 0.165
* Initial Utilization at 0.186
* Endpoints failing hold at 0
* Critical path class: primary input to output port
* Gp weighted congestion at 0.863
* XOR/XNOR Area Share at 0
* Largest logic family: simple AND/OR/NAND/NOR gates
* Clk latency late pin at 220 ps
* Placement Cell Area at 2070 um2
* Yosys cell types at 19
* WP buf/inv at 2
* Gr ovfl total at 0
* H-Tree Depth at 1
* Antenna violations before repair at 0
* Post-Route Skew at 1.60 ps
* Status: completed
* Fill cell count at 372
* Final Instance Area at 2130 um2
* Yosys chip area at 764 um2
* Cell Chain, Critical Path: clkdlybuf4s50_1 -> and2_1 -> clkdlybuf4s50_1
* Post-CTS setup repair buffer count at 0
* Synth Cell Area at 764 um2
* Crit-path leading delay family: buffers and inverters
* DIE WIDTH at 86 um
* Final min period at 1860 ps
* Row Count at 23
* Wirelength per Cell at 15.5 um
* Yosys simple share at 0.689
* Critical Path RT at 1520 ps
* Avg Synthesized Cell Area at 6.95 um2
* Vias per std cell at 4.08
* I/O pins at 123
* Port bufs at 120
* Worst path most repeated cell: clkdlybuf4s50_1
* Tool warnings at 27
* Gr usage total at 0.108
* Worst hold path type: primary input to async pin
* CTS tree: yes
* DR vias at 1158
* Adder share at 0
per-stage QoR:
step / utilization / setup slack, ps / hold WS, ps / cells / power (mW)
after floorplan: - / 774 / 84.4 / 110 / 0.111
after global placement: 0.503 / 30.3 / 431 / 280 / 0.215
after detailed placement: 0.503 / 23.5 / 435 / 280 / 0.218
after CTS: 0.514 / 19.9 / 385 / 284 / 0.415
after global routing: 0.518 / 6.04 / 393 / 284 / 0.432
final: 0.518 / 40.2 / 385 / 284 / 0.408
area by class of cell:
| type | count | share of cell area |
|---|---|---|
| clock buffers | 4 | 0.0211 |
| multi-input cells | 96 | 0.282 |
| inverters | 1 | 0.00176 |
| flip-flops and latches | 5 | 0.0592 |
| well taps | 50 | 0.0293 |
| repair buffers | 128 | 0.606 |
final timing paths:
path	start	end	slack [ps]	cells past startpoint
setup / recovery	WDATA_M1[29]	WDATA_S0[29]	40	3
hold / removal	rst	state[1]$_DFF_PN0_	380	1
setup reg to reg	state[1]$_DFF_PN0_	write_slave1_reg$_DFFE_PN0P_	720	4
hold reg to reg	write_slave1_reg$_DFFE_PN0P_	state[0]$_DFF_PN1_	440	1
max in group asynchronous	rst	state[0]$_DFF_PN1_	1260	1
min in group clk0	write_slave1_reg$_DFFE_PN0P_	state[0]$_DFF_PN1_	440	1
synthesized netlist by cell type:
master	number	area (um2)
and2_1	76	475
clkbuf_1	6	22.5
dfrtp_1	4	100
nand2_1	4	15.0
a2bb2oi_1	2	17.5
buf_2	2	10.0
nand3_1	2	10.0
nand4_1	2	12.5
nor2_1	2	7.51
a211oi_1	1	7.51
a211oi_2	1	12.5
a22o_1	1	8.76
dfstp_2	1	26.3
inv_1	1	3.75
nand2b_1	1	6.26
o21a_1	1	7.51
o21ai_0	1	5.00
o31ai_1	1	7.51
o32ai_1	1	8.76
logic make-up after synthesis:
| family | count (synthesis) |
|---|---|
| simple gates | 87 |
| compound gates | 9 |
| flops | 5 |
| buf+inv | 9 |
report_power, final:
group	total (mW)	internal, mW	leakage (nW)	switching [mW]
clock network	0.191	0.144	0.0228	0.0478
logic	0.109	0.0833	0.821	0.0259
registers	0.107	0.107	0.0558	0.0000000000000000875
routing by layer:
metal / GRT usage / wire (um)
met2: 0.191 / 2150
met1: 0.118 / 1650
met3: 0.0534 / 598
met4: 0.00599 / 0
met5: 0 / 0
what timing repair did:
item	CTS	global route
setup endpoints to repair	0	8
hold buffers	0	0
gates resized	0	7
cell usage in the layout, fill, tap and decap left out:
cell type        instances
clkbuf_1                 1
a22o_1                   1
nand2_1                  4
buf_4                    5
inv_1                    1
nand2b_1                 1
nand3_1                  2
and2_1                  76
clkdlybuf4s50_1        115
clkbuf_8                 3
a211oi_1                 1
o21a_1                   1
buf_6                    2
a211oi_2                 1
o32ai_1                  1
dlymetal6s2s_1           5
nand4_1                  2
dfstp_2                  1
a2bb2oi_1                2
nor2_1                   2
dfrtp_1                  4
buf_12                   1
o31ai_1                  1
o21ai_0                  1
No activity file was given, so power comes from the tool's default toggle rates.
