$ cat run.sh
#!/bin/bash
# OpenROAD 26Q1-2900-gdf79404cd8, Yosys 0.63+post, stock flow scripts
make -C /OpenROAD-flow-scripts/flow DESIGN_CONFIG=/design/flow/config.mk WORK_HOME=/design/flow/orfs finish
$ cat config.mk
export PLATFORM = sky130hd
export DESIGN_NAME = DMA_wrapper
export DESIGN_NICKNAME = DMA_wrapper
export VERILOG_FILES = /design/flow/design.v
export SDC_FILE = /design/flow/constraint.sdc
export NUM_CORES = 4
export LEC_CHECK = 1
export CORE_UTILIZATION = 30
$ cat design.v
module DMA(
    input clk,
    input rst,
    input DMAEN,
    input [31:0] DMASRC,
    input [31:0] DMADST,
    input [31:0] DMALEN,
    output logic DMA_interrupt,
    output logic ARVALID,
    output logic [31:0] ARADDR,
    output logic [4-1:0] ARLEN,
    input ARREADY,
    output logic RREADY,
    input RLAST,
    input RVALID,
    input [31:0] RDATA,
    output logic AWVALID,
    output logic [31:0] AWADDR,
    output logic [4-1:0] AWLEN,
    input AWREADY,
    output logic WVALID,
    output logic WLAST,
    output logic [31:0] WDATA,
    input WREADY,
    input BVALID,
	output logic BREADY
);
localparam [2:0]    IDLE = 3'b000,   
                    READ_ADDR  = 3'b001,
                    READ_DATA = 3'b010,   
                    WRITE_ADDR = 3'b011,
                    WRITE_DATA = 3'b100,
                    RESPONSE = 3'b101;
logic reg_full;
logic [2:0] state_r, nextstate_r, state_w, nextstate_w;  
logic [31:0] data;
logic [4-1:0] WLEN;
assign ARADDR = DMASRC;
assign ARLEN = DMALEN >= 32'd16 ? 4'd15 : DMALEN[4-1 : 0] - 4'b1;
assign AWADDR = DMADST;
assign AWLEN = DMALEN >= 32'd16 ? 4'd15 : DMALEN[4-1 : 0] - 4'b1;
assign WDATA = data;
assign WLAST = WLEN == 4'b0;
always_comb begin
    ARVALID = 1'b0;
    RREADY = 1'b0;
    case (state_r)
        IDLE : begin
            nextstate_r = DMAEN & DMALEN != 32'b0 ? READ_ADDR : IDLE;
        end
        READ_ADDR : begin
            ARVALID = 1'b1;
            nextstate_r = ARVALID & ARREADY ? READ_DATA : READ_ADDR;
        end
        READ_DATA : begin
            RREADY = RVALID & ~reg_full ? 1'b1 : 1'b0;
            nextstate_r = RREADY & RVALID & RLAST ? IDLE : READ_DATA;
        end
        default: 
            nextstate_r = IDLE;  
    endcase
end
always_comb begin
    AWVALID = 1'b0;
    WVALID = 1'b0;
    BREADY = 1'b0;
    case (state_w)
        IDLE : begin
            nextstate_w = DMAEN & DMALEN != 32'b0 ? WRITE_ADDR : IDLE;
        end
        WRITE_ADDR : begin
            AWVALID = 1'b1;
            nextstate_w = AWVALID & AWREADY ? WRITE_DATA : WRITE_ADDR;
            WVALID = AWVALID & AWREADY & reg_full ? 1'b1 : 1'b0;
        end
        WRITE_DATA : begin
            WVALID = reg_full ? 1'b1 : 1'b0;
            nextstate_w = WREADY & WVALID & WLAST ? RESPONSE : WRITE_DATA;
        end
        RESPONSE : begin
            BREADY = BVALID ? 1'b1 : 1'b0;
            nextstate_w = BVALID & BREADY ? IDLE : RESPONSE;
        end
        default: 
            nextstate_w = IDLE;  
    endcase
end
always_ff@(posedge clk, posedge rst) begin
    if(rst) begin
        DMA_interrupt <= 1'b0;
    end
    else begin
        DMA_interrupt <= ~DMAEN ? 1'b0 : WLAST & WREADY & WVALID & DMALEN == 32'b0 ? 1'b1 : DMA_interrupt;
    end
end
always_ff@(posedge clk, posedge rst) begin
    if (rst) begin
        reg_full <= 1'b0;
        WLEN <= 4'b0;
    end
    else begin
        reg_full <= RREADY & RVALID ? 1'b1 : WREADY & WVALID ? 1'b0 : reg_full;
        WLEN <= AWVALID & AWREADY ? AWLEN : WREADY & WVALID ? WLEN - 4'b1 : WLEN;
    end
end
always_ff@(posedge clk, posedge rst) begin
    if (rst) begin
        data <= 32'b0;
    end
    else begin
        data <= RVALID & RREADY ? RDATA : data;
    end
end
always_ff@(posedge clk, posedge rst) begin
    if (rst) begin
        state_r <= IDLE;
        state_w <= IDLE;  
    end
    else begin
        state_r <= nextstate_r;
        state_w <= nextstate_w;  
    end
end
endmodule
module DMA_wrapper(
    input clk,
  	input rst,
  	output logic DMA_interrupt,
	input [8-1:0] AWID_S,
	input [32-1:0] AWADDR_S,
	input [4-1:0] AWLEN_S,
	input [3-1:0] AWSIZE_S,
	input [1:0] AWBURST_S,
	input AWVALID_S,
	output logic AWREADY_S,
	input [32-1:0] WDATA_S,
	input [4-1:0] WSTRB_S,
	input WLAST_S,
	input WVALID_S,
	output logic WREADY_S,
	output logic [8-1:0] BID_S,
	output logic [1:0] BRESP_S,
	output logic BVALID_S,
	input BREADY_S,
    output logic [4-1:0] ARID_M,
	output logic [32-1:0] ARADDR_M,
	output logic [4-1:0] ARLEN_M,
	output logic [3-1:0] ARSIZE_M,
	output logic [1:0] ARBURST_M,
	output logic ARVALID_M,
	input ARREADY_M,
    output logic [4-1:0] AWID_M,
	output logic [32-1:0] AWADDR_M,
	output logic [4-1:0] AWLEN_M,
	output logic [3-1:0] AWSIZE_M,
	output logic [1:0] AWBURST_M,
	output logic AWVALID_M,
	input AWREADY_M,
	input [4-1:0] RID_M,
	input [32-1:0] RDATA_M,
	input [1:0] RRESP_M,
	input RLAST_M,
	input RVALID_M,
	output logic RREADY_M,
	output logic [32-1:0] WDATA_M,
	output logic [4-1:0] WSTRB_M,
	output logic WLAST_M,
	output logic WVALID_M,
	input WREADY_M,
	input [4-1:0] BID_M,
	input [1:0] BRESP_M,
	input BVALID_M,
	output logic BREADY_M
);
logic DMAEN;
logic [31:0] DMASRC, DMADST, DMALEN, ADDR;
logic [8-1:0] BID_reg;
logic AW_finish, AR_finish;
assign BID_S = BID_reg;
assign BRESP_S = 2'h0;
assign ARID_M = 4'b0;
assign AWID_M = 4'b0;
assign ARSIZE_M = 3'b10;
assign ARBURST_M = 2'h1;
assign AWSIZE_M = 3'b10;
assign AWBURST_M = 2'h1;
assign WSTRB_M = 4'b0;
localparam [1:0]    IDLE = 2'b00,   
                    READ  = 2'b01,   
                    WRITE = 2'b10,
                    RESPONSE = 2'b11;
logic [1:0] state_s, nextstate_s;
logic [4-1:0] BURST_LEN;
DMA DMA(
    .clk(clk),
    .rst(rst),
    .DMAEN(DMAEN),
    .DMASRC(DMASRC),
    .DMADST(DMADST),
    .DMALEN(DMALEN),
    .DMA_interrupt(DMA_interrupt),
    .ARVALID(ARVALID_M),
    .ARREADY(ARREADY_M),
    .ARADDR(ARADDR_M),
    .ARLEN(ARLEN_M),
    .RVALID(RVALID_M),
    .RREADY(RREADY_M),
    .RLAST(RLAST_M),
    .RDATA(RDATA_M),
    .AWVALID(AWVALID_M),
    .AWADDR(AWADDR_M),
    .AWREADY(AWREADY_M),
    .AWLEN(AWLEN_M),
    .WVALID(WVALID_M),
    .WLAST(WLAST_M),
    .WREADY(WREADY_M),
    .WDATA(WDATA_M),
    .BREADY(BREADY_M),
    .BVALID(BVALID_M)
);
always_comb begin
    case(state_s)
        IDLE : nextstate_s = AWVALID_S & AWREADY_S ? WRITE : IDLE;
        WRITE : nextstate_s = WVALID_S & WREADY_S & WLAST_S ? RESPONSE : WRITE;
        RESPONSE :  nextstate_s = BVALID_S & BREADY_S ? IDLE : RESPONSE;
        default : nextstate_s = IDLE;
    endcase
end
always_comb begin
	AWREADY_S = 1'b0;
	WREADY_S = 1'b0;
	BVALID_S = 1'b0;
    case(state_s)
        IDLE : begin
            AWREADY_S = AWVALID_S ? 1'b1 : 1'b0;
        end
        WRITE : begin
            WREADY_S = WVALID_S ? 1'b1 : 1'b0;
        end
        RESPONSE : begin
            BVALID_S = 1'b1;
        end
    endcase
end
always_ff@(posedge clk, posedge rst) begin
    if(rst) begin
        BID_reg <= 8'b0;
    end
    else begin
        BID_reg <= AWREADY_S & AWVALID_S ? AWID_S : BID_reg;
    end
end
always_ff@(posedge clk, posedge rst) begin
    if(rst) begin
        DMAEN <= 1'b0;
        DMASRC <= 32'b0;
        DMADST <= 32'b0;
        DMALEN <= 32'b0;
        ADDR <= 32'b0;
    end
    else begin
        ADDR <= AWVALID_S & AWREADY_S ? AWADDR_S : ADDR;
        if(WVALID_S & WREADY_S) begin
            case(ADDR[9:0])
                10'h100 : DMAEN <= WDATA_S[0];
                10'h200 : DMASRC <= WDATA_S;
                10'h300 : DMADST <= WDATA_S;
                10'h400 : DMALEN <= WDATA_S;
            endcase
        end
        else begin
            DMADST <= AWVALID_M & AWREADY_M ? DMADST + 32'd64 : DMADST;
            DMASRC <= ARVALID_M & ARREADY_M ? DMASRC + 32'd64 : DMASRC;
            DMALEN <= AW_finish & AR_finish ? DMALEN - {28'b0, AWLEN_M} - 32'b1 : DMALEN;
        end
    end
end
always_ff@(posedge clk, posedge rst) begin
    if(rst) begin
        AW_finish <= 1'b0;
        AR_finish <= 1'b0;
    end
    else begin
        AW_finish <= AWVALID_M & AWREADY_M ? 1'b1 : AW_finish & AR_finish ? 1'b0 : AW_finish;
        AR_finish <= ARVALID_M & ARREADY_M ? 1'b1 : AW_finish & AR_finish ? 1'b0 : AR_finish;
    end
end
always_ff@(posedge clk, posedge rst) begin
    if(rst) begin
        state_s <= IDLE;
    end
    else begin
        state_s <= nextstate_s;
    end
end
endmodule
$ cat constraint.sdc
current_design DMA_wrapper

set clk_period 11.8
set clk_io_pct 0.2

create_clock -name clk0 -period $clk_period [get_ports {clk}]

set non_clock_inputs [all_inputs -no_clocks]
set_input_delay [expr $clk_period * $clk_io_pct] -clock clk0 $non_clock_inputs
set_output_delay [expr $clk_period * $clk_io_pct] -clock clk0 [all_outputs]
==> impl_metrics.tcl <==
# metrics dict for downstream scripts
set metrics [dict create \
    initCoreUtil 0.308 \
    place.detailed.hpwl_microns 19300 \
    cts_tree "yes" \
    finalHoldViolations 0 \
    max_cap_violations 0 \
    area.growth.synth_to_final_pct 34.4 \
    combPwrFrac 0.325 \
    synthesis.instances 1001 \
    timing.final.crit_period_ps 6350 \
    grt_total_usage 0.185 \
    via_per_inst 5.31 \
    topCellsByArea "sky130_fd_sc_hd__dfrtp_1 (45%), sky130_fd_sc_hd__nand2_1 (7.1%), sky130_fd_sc_hd__a21oi_1 (4.9%)" \
    power_report.internal_total_mw 1.55 \
    via_count_of_the_first_global_routing_pass 7728 \
    worstPathRequired_ps 9440 \
    pwr-share-clk 0.253 \
    synth.avg_cell_area_sq_um 8.92 \
    finalHoldWorstSlack_ps 473 \
    yosys.area.top_type_share 0.454 \
    die.size.y_microns 175 \
    edf_count 0 \
    grt_pass1_wl_microns 43500 \
    outcome "completed" \
    dr.pass1.iters 5 \
    grt_start_max_net_pins 68 \
    yosysCellCount 1001 \
    fin_setup_tns_ps 0 \
    final_setup_vio_count 0 \
    clk_path_buf_depth 2 \
    synth.yosys.chip_area_sq_um 8930 \
    crit_fanout 34 \
    fp.dieArea_sq_um 30500 \
    total_power_draw_mw 2.28 \
    drcViolationCount 0 \
    power_density_nw_per_um2 190 \
    route.antenna.diode_count 0 \
    cts.repair_timing.setup_buffer_count 0 \
    pin_count 287 \
    final_common_cell "sky130_fd_sc_hd__clkdlybuf4s50_1" \
    cp.arrival_ps 3990 \
    port_buffer_count 215 \
    clk_pin_slew_ps 60 \
    clock-root-buffer "sky130_fd_sc_hd__clkbuf_16" \
    postSynthRegisterBits 165 \
    ir_drop_mv 0.115 \
    via_count 8440 \
    max_freq_mhz 158 \
    net-switching-power_uw 730 \
    p_seq_frac 0.422 \
    final_weighted_congestion_of_routability_driven_global_placement 0.874 \
    cts_repair_resize_count 0 \
    wl_per_cell_microns 17.5 \
    postRouteWirelength_microns 27700 \
    grt_setup_unrepaired "false" \
    max_slew_margin 0.514 \
    ys_types 70 \
    antenna_violating_nets_post_route 0 \
    timing_worst_setup_path_type "in2out" \
    final.setup_skew_ps 8.60 \
    stage_log_warnings 73 \
    drive_gt1_frac 0.0838 \
    hp-class "reg2reg" \
    synthDominantAreaCellType "sky130_fd_sc_hd__dfrtp_1" \
    floorplan.core_area_sq_um 29000 \
    finalMaxSlewViolations 0 \
    synth_area_sq_um 8930 \
    ctsHoldBuffers 0 \
    synth.yosys.warnings 3 \
    cp-start-kind "input pin" \
    worst-slew-pin-transition_ps 729 \
    yosysSeqAreaShare 0.463 \
    std_cell_rows 62 \
    swShare 0.320 \
    cts.sink_count 165 \
    setup.worst_path.end_class "output port" \
    clock_latency_ps 420 \
    numCtsBuffers 17 \
    die_width_microns 175 \
    detailedRoute.firstIterationViolations 564 \
    min_period_over_period 0.538 \
    lay_top_cells "sky130_fd_sc_hd__clkdlybuf4s50_1 (215), sky130_fd_sc_hd__nand2_1 (167), sky130_fd_sc_hd__dfrtp_1 (162)" \
    number_of_antenna_violations_at_the_first_check_in_global_routing 0 \
    synthFlopType "sky130_fd_sc_hd__dfrtp_1" \
    asyncSetResetFlopFracSynth 1.00 \
    deepest_level_of_the_cts_h_tree 4 \
    leakage_power_figure_nw 4.90 \
    grt_overflow 0 \
]
-- cells in the mapped netlist (all sizes together) (6+ instances only) --
cell / count
a211oi: 11
a21o: 6
a21oi: 87
a31oi: 12
a41oi: 10
and3: 16
and4: 10
buf: 33
clkbuf: 53
dfrtp: 162
ha: 8
inv: 28
mux2: 32
nand2: 168
nand3: 42
nand4: 24
nor2: 64
nor3: 18
nor4: 16
o211ai: 10
o21ai: 47
o22a: 20
o22ai: 23
-- critical path: stages --
cell and delay [ps]:
sky130_fd_sc_hd__clkdlybuf4s50_1 460, sky130_fd_sc_hd__nor2b_1 190, sky130_fd_sc_hd__nand2_1 100, sky130_fd_sc_hd__clkinv_1 50, sky130_fd_sc_hd__buf_4 310, sky130_fd_sc_hd__clkdlybuf4s50_1 530
-- layout make-up --
| class | count | area [sq um] |
|---|---|---|
| clock buffers | 21 | 450 |
| repair buffers | 236 | 2310 |
| flip-flops and latches | 165 | 4130 |
| clock inverters | 11 | 151 |
| multi-input cells | 743 | 4360 |
| fillers | 2806 | 17000 |
| inverters | 29 | 114 |
| well taps | 384 | 480 |
-- routing by layer --
metal	track usage	share of wire	up-vias
met1	0.285	0.46	4056
met3	0.0457	0.081	18
li1	-	-	4020
met2	0.277	0.45	346
met4	0.0225	0.012	0
met5	0	0	-
-- power groups by stage --
stage                 clock [mW]  combinational, mW  sequential [mW]
after CTS                  0.595              0.749            0.961
after global routing       0.615              0.827             1.00
final                      0.578              0.741            0.963
-- stage by stage --
step | utilization | cell area [sq um] | worst slack, ps | std cells
finish | 0.414 | 12000 | 5450 | 1589
global route | 0.414 | 12000 | 5340 | 1589
CTS | 0.414 | 12000 | 5430 | 1589
detailed placement | 0.393 | 11400 | 5450 | 1557
global placement | 0.393 | 11400 | 5430 | 1557
floorplan | - | 9010 | 4980 | 1023
-- final timing paths --
check | slack (ps) | startpoint | depth (start not counted) | to
max in group asynchronous | 8220 | rst | 3 | DMASRC[4]
worst max register to register | 7660 | DMALEN[6] | 12 | DMALEN[10]
min in group asynchronous | 2410 | rst | 2 | DMA.data[15]
worst min register to register | 470 | DMA.state_r[1] | 2 | DMA.state_r[1]
worst max-delay path | 5450 | RVALID_M | 6 | RREADY_M
worst min-delay path | 470 | DMA.state_r[1] | 2 | DMA.state_r[1]
-- logic make-up (layout without fill, tap and decap cells) --
family | count (synthesis) | in the layout | share of synthesized area
AOI/OAI and AO/OA | 287 | 287 | 0.214
xor gates and xnor gates | 6 | 6 | 0.00589
adders and majority gates | 8 | 8 | 0.0112
buffers and inverters | 115 | 297 | 0.0604
DFF | 165 | 165 | 0.463
muxes | 33 | 33 | 0.0415
other | 2 | 24 | 0.000841
and+or+nand+nor | 385 | 385 | 0.204
Power figures rest on the tool's default switching activity, not on a simulated workload.
